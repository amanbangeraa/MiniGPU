`design/flow/config.mk`:
```
export PLATFORM = sky130hd
export DESIGN_NAME = matrix_mult_3x3
export DESIGN_NICKNAME = matrix_mult_3x3
export VERILOG_FILES = /design/flow/design.v
export SDC_FILE = /design/flow/constraint.sdc
export NUM_CORES = 4
export LEC_CHECK = 1
export CORE_UTILIZATION = 30
```
`design/flow/constraint.sdc`:
```
current_design matrix_mult_3x3

set clk_period 25.6
set clk_io_pct 0.2

create_clock -name clk0 -period $clk_period [get_ports {clk}]

set non_clock_inputs [all_inputs -no_clocks]
set_input_delay [expr $clk_period * $clk_io_pct] -clock clk0 $non_clock_inputs
set_output_delay [expr $clk_period * $clk_io_pct] -clock clk0 [all_outputs]
```
`design/flow/design.v`:
```
module matrix_mult_3x3(
    input clk,
    input rst,
    input start,
    input [15:0] a00, a01, a02,
    input [15:0] a10, a11, a12,
    input [15:0] a20, a21, a22,
    input [15:0] b00, b01, b02,
    input [15:0] b10, b11, b12,
    input [15:0] b20, b21, b22,
    output reg [31:0] c00, c01, c02,
    output reg [31:0] c10, c11, c12,
    output reg [31:0] c20, c21, c22,
    output reg done,
    output reg busy
);
    reg [2:0] state;
    localparam IDLE = 3'b000;
    localparam COMPUTE = 3'b001;
    localparam DONE = 3'b010;
    always @(posedge clk or posedge rst) begin
        if (rst) begin
            c00 <= 32'h0; c01 <= 32'h0; c02 <= 32'h0;
            c10 <= 32'h0; c11 <= 32'h0; c12 <= 32'h0;
            c20 <= 32'h0; c21 <= 32'h0; c22 <= 32'h0;
            done <= 1'b0;
            busy <= 1'b0;
            state <= IDLE;
        end else begin
            case (state)
                IDLE: begin
                    done <= 1'b0;
                    if (start) begin
                        busy <= 1'b1;
                        state <= COMPUTE;
                    end
                end
                COMPUTE: begin
                    c00 <= a00*b00 + a01*b10 + a02*b20;
                    c01 <= a00*b01 + a01*b11 + a02*b21;
                    c02 <= a00*b02 + a01*b12 + a02*b22;
                    c10 <= a10*b00 + a11*b10 + a12*b20;
                    c11 <= a10*b01 + a11*b11 + a12*b21;
                    c12 <= a10*b02 + a11*b12 + a12*b22;
                    c20 <= a20*b00 + a21*b10 + a22*b20;
                    c21 <= a20*b01 + a21*b11 + a22*b21;
                    c22 <= a20*b02 + a21*b12 + a22*b22;
                    state <= DONE;
                end
                DONE: begin
                    done <= 1'b1;
                    busy <= 1'b0;
                    if (!start) begin
                        state <= IDLE;
                    end
                end
                default: begin
                    state <= IDLE;
                end
            endcase
        end
    end
endmodule
```
`design/flow/run.sh`:
```
#!/bin/bash
# OpenROAD 26Q1-2900-gdf79404cd8, Yosys 0.63+post, stock flow scripts
make -C /OpenROAD-flow-scripts/flow DESIGN_CONFIG=/design/flow/config.mk WORK_HOME=/design/flow/orfs finish
```
==> Slide: Implementation Results <==
Run Summary

Place
  – Placed Area: 262700 sq um
  – Global placement routability congestion: 0.9820
  – Port Buffer Count: 580
  – Dpl hpwl: 693.6 mm

Worst setup path
  – Worst reg-to-reg setup slack: 21.33 ns
  – Crit path capture: c11[31]
  – Startpoint types: input port
  – CP arrival: 14.03 ns
  – Reg2reg path depth: 6
  – Worst r2r src: state[2]
  – Critical path class: in -> reg
  – CP required: 26.26 ns
  – CP Max Fanout: 31
  – Crit. Startpoint: a10[3]
  – Worst Setup End Kind: flop
  – Worst reg2reg endpoint: c10[5]

Route
  – 1st-pass router iterations: 6
  – Post-route ant nets: 0
  – Initial DRC Count: 6045
  – Vias/cell: 4.498
  – Routed WL: 807.7 mm
  – Residual DRC: 0
  – Vias after detailed routing: 168600
  – Avg WL per Cell: 21.55 um

Final timing
  – Final setup vio count: 0
  – Final Critical Period: 13.38 ns
  – Pins Over Slew Limit: 0
  – Slew HR: 34.00%
  – Worst Max-Slew Pin Slew: 0.9869 ns
  – Final setup TNS: 0 ns
  – Setup Skew: 0.06591 ns
  – Period Utilization, post-route: 52.25%
  – Final hold vios: 0
  – RSZ-0062 raised after global routing: false
  – Fmax achieved: 74.76 MHz

Global route
  – Total GRT Usage: 21.27%
  – First-pass GRT wire length: 1230 mm
  – Vias in the first global route: 189800
  – Largest net degree at the start of global routing: 50
  – Antenna violations before repair: 141
  – Total gr overflow: 0

Synth
  – Main synth FF type: dfrtp_1
  – Most frequent cell after synthesis: inv_1
  – Main area contributors: fa_1 (51%), ha_1 (12%), inv_1 (12%)
  – Post-synth top cells: inv_1 (7728), fa_1 (6300), and2_1 (4012)
  – Post-Syn Area: 246600 sq um
  – Top-area cell type share of the netlist area: 51.15%
  – Synth unique cells: 81
  – Synth Instances: 26900
  – # Cells Yosys: 26900
  – Syn_area_per_cell: 9.168 sq um
  – Seq cells post-synth: 293
  – Seq share, synth: 2.974%
  – YS chip area: 246600 sq um
  – Number of enable flip-flop cells: 0
  – Synth async-reset ratio: 100.0%
  – Syn. warnings: 1
  – Synth area leader: fa_1

Layout
  – Final Cell Area: 264300 sq um
  – Area growth syn-to-layout: 7.179%
  – Layout cell share with drive strength beyond 1: 4.124%

CTS
  – Hold_buf cts: 0
  – CTS clk-pin slew, worst paths: 0.06 ns
  – CTS tree: yes
  – Clk ins delay skew pair: 0.78 ns
  – Clock sink count: 293
  – Inserted Clock Buffers: 42
  – H-tree depth: 2
  – PostCTS Resize Cnt: 0
  – Post-CTS setup buffer count: 0
  – CTS Root Cell: clkbuf_16
  – CTS max path bufs: 3

Floorplan
  – Core Area: 818300 sq um
  – Chip area: 825600 sq um
  – DIE WIDTH: 908.6 um
  – Die H: 908.6 um
  – Core Util at FP: 30.13%
  – Io pins: 581
  – # rows: 332

Outcome
  – Outcome: complete, no violations

Worst hold path
  – Type of the most critical hold path: reg -> reg

Job
  – Tool warning count: 79
  – Max-cap violations: 0
==> cell type report <==
type | count | area [sq um]
Antenna cell | 80 | 200.2
Inverter | 7728 | 29020
Tap cell | 10860 | 13580
Clock inverter | 18 | 165.2
Fill cell | 83160 | 554000
Multi-Input combinational cell | 17390 | 204700
Timing Repair Buffer | 1068 | 8065
Sequential cell | 293 | 7337
Clock buffer | 59 | 1216
==> per-layer routing <==
layer / track usage [%] / wire, um / vias to the layer above
li1: - / - / 74730
met1: 25.48 / 293600 / 86760
met2: 32.85 / 370200 / 5819
met3: 11.50 / 102900 / 1272
met4: 7.807 / 40680 / 52
met5: 0.09254 / 402 / -
==> critical path: stages <==
cell	delay (ns)
buf_2	0.63
buf_4	0.57
nand2_1	0.14
fa_1	0.44
fa_1	0.49
fa_1	0.55
fa_1	0.46
fa_1	0.55
inv_1	0.05
fa_1	0.49
inv_1	0.05
fa_1	0.55
inv_1	0.08
fa_1	0.51
fa_1	0.43
ha_1	0.33
o21ai_0	0.56
nand2_1	0.15
o211ai_1	0.18
a21oi_1	0.25
o2111ai_1	0.48
a211oi_1	0.17
o21a_1	0.20
or3_1	0.32
a31oi_1	0.16
==> kinds of logic (layout without fill, tap and decap cells) <==
| family | count (synthesis) | count (layout) | share of synthesized area, % |
|---|---|---|---|
| muxes | 205 | 205 | 0.9367 |
| and+or+nand+nor | 7445 | 7445 | 15.62 |
| AOI/OAI and AO/OA | 699 | 699 | 1.860 |
| DFF | 293 | 293 | 2.974 |
| adders and majority gates | 8734 | 8734 | 63.50 |
| other | 0 | 80 | 0 |
| buffers and inverters | 9218 | 8873 | 14.04 |
| xor gates and xnor gates | 303 | 303 | 1.076 |
==> per-stage QoR <==
| step | instances | util [%] | hold slack [ns] | setup WS (ns) |
|---|---|---|---|---|
| after detailed placement | 37330 | 32.10 | 0.4724 | 11.43 |
| after global placement | 37330 | 32.10 | 0.4710 | 11.38 |
| final | 37490 | 32.30 | 0.4856 | 12.22 |
| after CTS | 37410 | 32.27 | 0.4874 | 12.24 |
| after global routing | 37420 | 32.28 | 0.5094 | 11.82 |
| after floorplan | 26900 | - | 0.4281 | 12.39 |
==> worst min-delay path by stage <==
stage            from      end  slack (ns)  cells past startpoint
global route  c21[23]  c21[23]        0.51                      1
finish        c21[23]  c21[23]        0.49                      1
CTS           c21[23]  c21[23]        0.49                      1
==> cell usage in the layout (no fill, tap or decap), types with 69 or more instances in the layout <==
cell / n
ha_1: 2434
clkdlybuf4s50_1: 292
nand2_1: 3064
fa_1: 6300
diode_2: 80
o21ai_0: 107
buf_2: 288
a21oi_1: 200
xor2_1: 69
inv_1: 7726
dfrtp_1: 291
and2_1: 4012
xnor2_1: 226
mux2_2: 202
buf_4: 485
a21o_1: 110
nor2_1: 141
==> flip-flops by register name, summed over array words and instances, names as in the netlist, 32 cells and up <==
signal	cells
c20	32
c00	32
c22	32
c01	32
c11	32
c12	32
c21	32
c10	32
c02	32
