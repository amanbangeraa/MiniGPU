[design/flow/design.v]
module pe_mac8(
    input clk,
    input clear,
    input valid,
    input signed [7:0] a,
    input signed [7:0] b,
    output reg signed [15:0] c
);
    always @(posedge clk) begin
        if (clear)
            c <= 16'd0;
        else if (valid)
            c <= c + (a * b);
    end
endmodule
[design/flow/run.sh]
#!/bin/bash
# OpenROAD 26Q1-2900-gdf79404cd8, Yosys 0.63+post, stock flow scripts
make -C /OpenROAD-flow-scripts/flow DESIGN_CONFIG=/design/flow/config.mk WORK_HOME=/design/flow/orfs finish
[design/flow/config.mk]
export PLATFORM = sky130hd
export DESIGN_NAME = pe_mac8
export DESIGN_NICKNAME = pe_mac8
export VERILOG_FILES = /design/flow/design.v
export SDC_FILE = /design/flow/constraint.sdc
export NUM_CORES = 4
export LEC_CHECK = 1
export CORE_UTILIZATION = 40
[design/flow/constraint.sdc]
current_design pe_mac8

set clk_period 9.8
set clk_io_pct 0.2

create_clock -name clk0 -period $clk_period [get_ports {clk}]

set non_clock_inputs [all_inputs -no_clocks]
set_input_delay [expr $clk_period * $clk_io_pct] -clock clk0 $non_clock_inputs
set_output_delay [expr $clk_period * $clk_io_pct] -clock clk0 [all_outputs]
==> results_slide.txt <==
Run Summary

Outcome
  – Status: finished clean

Routing
  – Routed Antenna Nets: 0
  – Routed length per instance: 13.5 um
  – Initial DRC count: 59
  – Routed vias: 2346
  – Vias per cell: 4.73
  – WL final: 6680 um
  – Post-route DRC: 0
  – Antenna Cells: 0
  – Drt first pass iters: 4

Cells and area
  – Max reg flops: 16
  – Layout cells sized above 1: 1.28%
  – Area growth syn-to-layout: 14.2%
  – Post-layout util: 47.7%
  – Largest registers: c x16
  – Design area: 3940 um2
  – Largest reg by FF count: c

Hold path
  – Hold Crit Class: reg -> reg

CTS
  – Clk Tree Root Cell: clkbuf_8
  – Total CTS buffers: 3
  – Clock Latency Late Sink: 0.24 ns
  – Clock sink count: 16
  – CTS tree: yes
  – Post-cts resize count: 0
  – Cts hold-fix bufs: 0
  – Htree depth: 1
  – Max Root-Sink Buffers: 2
  – Post-CTS Setup Inserts: 0
  – Clock-pin slew on the worst setup and hold paths: 0.06 ns

Place
  – RePlAce Congestion: 0.946
  – Port-buffer cells: 34
  – Post-Place Cell Area: 3890 um2
  – Hpwl dp: 5890 um

Setup path
  – Worst setup EP type: register
  – Crit path launch type: input pin
  – CP Class: in -> reg
  – RR Endpoint: c[14]$_SDFFE_PP0P_
  – R2R Path Start: c[4]$_SDFFE_PP0P_
  – R2R Setup Slk: 5.00 ns
  – End point of the critical path: c[15]$_SDFFE_PP0P_
  – Critical path origin: b[0]
  – Worst Path Required: 9.94 ns
  – Critical path arrival: 7.36 ns
  – R2R cell count: 17
  – Critical path fanouts, max: 9

Final timing
  – Setup TNS: 0 ns
  – Hold Vio Cnt, Final: 0
  – Max-slew violation total from the final report: 0
  – Worst slew pin tran: 0.885 ns
  – Slew HR: 40.8%
  – Fin crit share: 73.7%
  – Clk_skew: 0.00416 ns
  – Peak Freq: 0.138 GHz
  – Final min period: 7.23 ns
  – Final Setup Violations: 0
  – RSZ-0062 raised after global routing: no

Job
  – Number of max-cap violations: 0
  – Log Warnings: 26

Floorplan
  – Starting Density: 41.7%
  – Die X: 94.8 um
  – Die Y: 94.8 um
  – Placement row count: 33
  – CORE AREA: 8260 um2
  – Io pins: 35
  – Die area: 8990 um2

Synthesis
  – Synthesis area per yosys: 3440 um2
  – Post-Synthesis Cells: 360
  – Yosys cell count: 360
  – Dominant register cell: dfxtp_1
  – Post-synth ARST share: 0%
  – Cell Type Count: 36
  – Synth flops: 16
  – Post-Syn Area per Cell: 9.57 um2
  – Ys Warns: 1
  – Number of enable flip-flop cells: 0
  – Seq/Total Area, Yosys: 9.30%
  – Cell Area, Synth: 3440 um2

GRT
  – Antenna violations before repair: 0
  – Grt total ovfl: 0
  – Global-route wire length before repair: 12100 um
  – Pin count of the biggest net entering global routing: 20
  – Vias in the first global route: 2498
  – All-Layer GR Usage: 18.1%

Power
  – LEAKAGE: 0.00193 uW
  – IR drop worst, VDD: 0.220 mV
  – Pwr Density: 331 nW/um2
## how the worst min path moves through the flow
stage	from	end	slack, ns	cells past startpoint
4_1_cts	c[13]$_SDFFE_PP0P_	c[13]$_SDFFE_PP0P_	0.53	2
5_1_grt	c[13]$_SDFFE_PP0P_	c[13]$_SDFFE_PP0P_	0.54	2
6_report	c[13]$_SDFFE_PP0P_	c[13]$_SDFFE_PP0P_	0.52	2
## report_power, final
| group | total (uW) | internal [uW] | switching, uW |
|---|---|---|---|
| registers | 109 | 88.0 | 21.4 |
| clock network | 48.0 | 27.2 | 20.8 |
| logic | 1140 | 536 | 608 |
| total | 1300 | 651 | 650 |
## Yosys cell counts (all sizes together) (2+ instances only)
| library cell | instances | area (um2) |
|---|---|---|
| a211oi | 5 | 37.5 |
| a21o | 3 | 22.5 |
| a21oi | 9 | 48.8 |
| a31o | 2 | 17.5 |
| and2 | 32 | 200 |
| and3 | 3 | 18.8 |
| clkbuf | 6 | 22.5 |
| dfxtp | 16 | 320 |
| fa | 71 | 1420 |
| ha | 37 | 463 |
| inv | 73 | 274 |
| mux2i | 8 | 80.1 |
| nand2 | 29 | 109 |
| nand3 | 3 | 15.0 |
| nand4 | 2 | 12.5 |
| nor2 | 20 | 75.1 |
| nor2b | 2 | 12.5 |
| nor3 | 2 | 10.0 |
| o21a | 2 | 15.0 |
| o21ai | 4 | 20.0 |
| o21bai | 3 | 22.5 |
| or3 | 2 | 12.5 |
| xnor2 | 15 | 131 |
## critical path, stage by stage
cell and delay (ns):
clkdlybuf4s50_1 0.63, and2_1 0.52, inv_1 0.11, fa_1 0.49, inv_1 0.05, fa_1 0.48
fa_1 0.52, fa_1 0.60, fa_1 0.43, ha_1 0.34, o21ai_0 0.11, o21bai_1 0.12
o32ai_1 0.44, a21oi_1 0.15, or3_1 0.32, o311ai_0 0.09
## cell usage in the layout, fill, tap and decap left out, types with 2 or more instances in the layout
| cell | n |
|---|---|
| inv_1 | 73 |
| fa_1 | 71 |
| ha_1 | 37 |
| clkdlybuf4s50_1 | 34 |
| and2_1 | 32 |
| nand2_1 | 29 |
| nor2_1 | 20 |
| dfxtp_1 | 16 |
| xnor2_1 | 15 |
| a21oi_1 | 8 |
| mux2i_1 | 8 |
| a211oi_1 | 5 |
| o21ai_0 | 4 |
| o21bai_1 | 3 |
| a21o_1 | 3 |
| nand3_1 | 3 |
| and3_1 | 3 |
| clkbuf_8 | 3 |
| o21a_1 | 2 |
| or3_1 | 2 |
| nor2b_1 | 2 |
| nand4_1 | 2 |
| nor3_1 | 2 |
## cell type report
| type | instances | area, um2 |
|---|---|---|
| flip-flops and latches | 16 | 320 |
| fillers | 787 | 4320 |
| multi-input cells | 264 | 2820 |
| repair buffers | 34 | 340 |
| well taps | 105 | 131 |
| clock buffers | 3 | 41.3 |
| inverters | 74 | 278 |
## cells by family (layout without fill, tap and decap cells)
| kind of cell | count (synthesis) | in the layout | share of synthesized area [%] |
|---|---|---|---|
| AND/OR/NAND/NOR | 99 | 99 | 14.3 |
| buffers and inverters | 80 | 111 | 8.72 |
| adder cells (fa/ha/maj) | 108 | 108 | 54.7 |
| flip-flops | 16 | 16 | 9.30 |
| AND-OR/OR-AND | 33 | 33 | 6.54 |
| multiplexers | 8 | 8 | 2.32 |
| XOR/XNOR | 16 | 16 | 4.07 |
## per-layer routing
metal | vias up | global-route usage [%] | routed length [um]
li1 | 1184 | - | -
met1 | 1116 | 32.1 | 3550
met2 | 40 | 25.7 | 2860
met3 | 6 | 2.53 | 212
met4 | 0 | 1.52 | 54
met5 | - | 0 | 0
## stage by stage
step                worst slack, ns  instances  hold slack (ns)  total power (uW)
floorplan                      3.24        360            0.460               979
global placement               2.35        493            0.507              1250
detailed placement             2.29        493            0.517              1260
CTS                            2.52        496            0.530              1320
global route                   2.21        496            0.543              1500
finish                         2.57        496            0.524              1300
Power figures rest on the tool's default switching activity, not on a simulated workload.
