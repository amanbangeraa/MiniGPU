==> design/flow/design.v <==
module matrix_mult_2x2_simple(
    input clk,
    input rst,
    input start,
    input [15:0] a00, a01, a10, a11,
    input [15:0] b00, b01, b10, b11,
    output reg [31:0] c00, c01, c10, c11,
    output reg done,
    output reg busy
);
    reg [2:0] state;
    wire [31:0] c00_calc, c01_calc, c10_calc, c11_calc;
    assign c00_calc = (a00 * b00) + (a01 * b10);  
    assign c01_calc = (a00 * b01) + (a01 * b11);  
    assign c10_calc = (a10 * b00) + (a11 * b10);  
    assign c11_calc = (a10 * b01) + (a11 * b11);  
    always @(posedge clk or posedge rst) begin
        if (rst) begin
            state <= 3'd0;
            done <= 1'b0;
            busy <= 1'b0;
            c00 <= 32'b0;
            c01 <= 32'b0;
            c10 <= 32'b0;
            c11 <= 32'b0;
        end else begin
            case (state)
                3'd0: begin  
                    if (start) begin
                        busy <= 1'b1;
                        done <= 1'b0;
                        state <= 3'd1;
                    end
                end
                3'd1: begin  
                    state <= 3'd2;
                end
                3'd2: begin  
                    c00 <= c00_calc;
                    c01 <= c01_calc;
                    c10 <= c10_calc;
                    c11 <= c11_calc;
                    state <= 3'd3;
                end
                3'd3: begin  
                    done <= 1'b1;
                    busy <= 1'b0;
                    if (!start) begin
                        state <= 3'd0;
                    end
                end
                default: begin
                    state <= 3'd0;
                end
            endcase
        end
    end
endmodule
==> design/flow/run.sh <==
#!/bin/bash
# OpenROAD 26Q1-2900-gdf79404cd8, Yosys 0.63+post, stock flow scripts
make -C /OpenROAD-flow-scripts/flow DESIGN_CONFIG=/design/flow/config.mk WORK_HOME=/design/flow/orfs finish
==> design/flow/config.mk <==
export PLATFORM = sky130hd
export DESIGN_NAME = matrix_mult_2x2_simple
export DESIGN_NICKNAME = matrix_mult_2x2_simple
export VERILOG_FILES = /design/flow/design.v
export SDC_FILE = /design/flow/constraint.sdc
export NUM_CORES = 4
export LEC_CHECK = 1
export CORE_UTILIZATION = 50
==> design/flow/constraint.sdc <==
current_design matrix_mult_2x2_simple

set clk_period 9.1
set clk_io_pct 0.2

create_clock -name clk0 -period $clk_period [get_ports {clk}]

set non_clock_inputs [all_inputs -no_clocks]
set_input_delay [expr $clk_period * $clk_io_pct] -clock clk0 $non_clock_inputs
set_output_delay [expr $clk_period * $clk_io_pct] -clock clk0 [all_outputs]
==> ci_impl_report.md <==
## PnR job results

| Metric | Value |
|---|---|
| Critical path's slowest cell | fa_1 |
| Setup TNS | 0 ns |
| Layout cells sized above 1 | 8.885% |
| Row Count | 140 |
| Max Fclk | approximately 0.11 GHz |
| Reg-to-reg endpoint | c00[28] |
| CP Max Fanout | 17 |
| Final WS setup | 0.2718 ns |
| Most frequent CP cell | fa_1 |
| XORs/XNORs by Area | between 1 and 1.5% |
| Chip height | roughly 390 um |
| Met3 WL | 18,920 um |
| Post-synth regs | roughly 130 |
| CTS clk-pin slew, worst paths | 0.07 ns |
| Fa+ha+maj area frac | 61.16% |
| Hold_sp | state[2] |
| Worst slack, placed | -0.4979 ns |
| DR DRC count | 0 |
| # Max-Cap Violations | 0 |
| Routed WL per cell | 18.74 um |
| Yosys warns | 1 |
| Syn-to-layout area delta | 14.10% |
| Hold path cells | 0 |
| Unique cell types | 65 |
| Compound Share, Synth | slightly below 3% |
| TritonCTS clock tree | built |
| Setup violations, final | 0 |
| Die extent in x | 387.0 um |
| Total routed wirelength | 194,600 um |
| EDFF count, synth | 0 |
| Worst endpoint data arrival time | between 9 and 10 ns |
| DR WL met2 | 92,730 um |
| WP buf/inv | 7 |
| Hold Path End | state[1] |
| Max-slew violations | 0 |
| IO Port Bufs | 260 |
| Post-CTS Setup Bufs | 0 |
| Vias in the first global route | 57.10k |
| R2R cell count | 4 |
| Unrepaired setup endpoints after global routing | no |
| Ys cells | 7,980 |
| Antenna Nets Post-Route | 0 |
| CTS buffer count | 17 |
| First-pass GRT wire length | 320,000 um |
| Syn_area_per_cell | 9.287 um^2 |
| Metal-1 WL | 77,630 um |
| Root Driver | clkbuf_16 |
| GRT Resource Usage Total | 29.89% |
| Main flop type | dfrtp_1 |
| Die ar. | 149,800 um^2 |
| Period utilization | 97.01% |
| WP data required | roughly 9.5 ns |
| Share of flip-flops with an asynchronous set or reset | 100.0% |
| Clock skew | between 0.02 and 0.025 ns |
| Largest net degree at the start of global routing | 56 |
| Critical setup path kind | in2reg |
| Post-Syn Area | between 70,000 and 80,000 um^2 |
| Antenna violations before repair | 2 |
| Startpoint types | input pin |
| Chip Area, Yosys | 74,110 um^2 |
| GRT Residual Overflow | 0 |
| H-tree Lvls | 4 |
| Router iterations before antenna repair | 8 |
| Via density | 5.023 |
| Main logic family | adder cells |
| Gate count after technology mapping | 7,980 |
| CTS sink count | 134 |
| Critical R2R Launch | state[1] |
| Sequential share of the synthesized area | 4.526% |
| DRT iter0 DRCs | ~1.8k |
| Uppermost layer routed | met4 |
| Min Tclk post-route | 8.828 ns |
| Floorplan utilization | 50.61% |
| Crit path largest cell delay | 0.60 ns |
| Routability congestion estimate | 0.9514 |
| Status | complete, no violations |
| IO Count | 261 |
| Vias | 52.17k |
| OpenROAD warnings | 25 |
| Final hold viol count | 0 |
| Worst Setup End Kind | register |
| Clock Latency Late Sink | 0.56 ns |
| AND/OR/NAND/NOR Cells, Area Fraction | between 10% and 20% |
| Slack of the worst reg-to-reg path | ~6.6 ns |
| Hpwl dp | ~170,000 um |
| Tightest Pin Transition | 0.7281 ns |
| Slew Limit Headroom | about half |
| Buffer depth of the longest clock path | 2 |
| Multiplexer share | 1.334% |
| Core ar. | roughly 150,000 um^2 |
| Worst min path class | reg2reg |
| Top delay family on crit path | adder cells |
-- placed cells by master, fill, tap and decap left out, drive strengths merged, types with 4 or more instances in the layout --
cell | synthesis | routed
dfrtp | 133 | 133
nand2 | 882 | 882
o21ai | 54 | 54
o21bai | 11 | 11
fa | 1784 | 1784
o2111ai | 6 | 6
inv | 2034 | 2038
xor2 | 29 | 29
nand2b | 11 | 11
mux2 | 86 | 86
a211oi | 10 | 10
ha | 768 | 768
xnor2 | 87 | 87
clkdlybuf4s50 | 0 | 259
clkinv | 0 | 5
diode | 0 | 5
a21o | 57 | 57
nor3 | 18 | 18
nand4 | 17 | 17
o21a | 16 | 16
a211o | 4 | 4
a21oi | 102 | 102
or2 | 5 | 5
o211ai | 12 | 12
and4 | 6 | 6
buf | 5 | 611
nor2 | 62 | 62
nand3 | 29 | 29
a31oi | 12 | 12
nor2b | 13 | 13
and3 | 12 | 12
clkbuf | 414 | 19
and2 | 1236 | 1236
a31o | 5 | 5
o31ai | 11 | 11
or3 | 6 | 6
-- worst max path at each step --
stage,start,to,cells after the start
4_1_cts,a10[5],c10[27],25
5_1_grt,b01[2],c01[25],26
6_report,a10[12],c10[31],26
-- synth_stat cells (12+ instances only) --
| cell type | count | area (um^2) |
|---|---|---|
| and2_1 | 1236 | 7732 |
| mux2_2 | 86 | 968.4 |
| fa_1 | 1784 | 35710 |
| nand2_1 | 882 | 3311 |
| nand4_1 | 17 | 106.4 |
| nor2b_1 | 13 | 81.33 |
| nor3_1 | 18 | 90.09 |
| a21o_1 | 57 | 427.9 |
| ha_1 | 768 | 9609 |
| a31oi_1 | 12 | 75.07 |
| a21oi_1 | 102 | 510.5 |
| o211ai_1 | 12 | 90.09 |
| dfrtp_1 | 133 | 3328 |
| o21a_1 | 16 | 120.1 |
| inv_1 | 2034 | 7635 |
| and3_1 | 12 | 75.07 |
| nand3_1 | 29 | 145.1 |
| o21ai_0 | 50 | 250.2 |
| xnor2_1 | 87 | 762.0 |
| xor2_1 | 29 | 254.0 |
| nor2_1 | 62 | 232.7 |
| clkbuf_1 | 414 | 1554 |
-- flip-flops by register name, summed over array words and instances, names as in the netlist --
signal	flops
state	4
c10	32
c11	32
busy	1
done	1
c00	32
c01	32
-- worst register-to-register path, cell delays in order (launching register included) --
cell     delay [ns]
dfrtp_4        0.86
inv_2          0.38
buf_4          0.36
or4_1          0.70
nand3_1        0.10
-- through the flow --
stage,instance area [um^2],util (%),hold slack (ns),cells
final,84560,57.75,0.3508,10386
after detailed placement,83920,57.31,0.3371,10349
after global placement,83920,57.31,0.3342,10349
after floorplan,74110,-,0.3312,7980
after global routing,84550,57.74,0.3592,10382
after CTS,84520,57.72,0.3538,10381
-- logic make-up (layout without fill, tap and decap cells) --
| group | count (synthesis) | in the layout |
|---|---|---|
| XOR/XNOR | 116 | 116 |
| AND/OR/NAND/NOR | 2305 | 2305 |
| flip-flops | 134 | 134 |
| multiplexers | 88 | 88 |
| buffers and inverters | 2453 | 2937 |
| AND-OR/OR-AND | 332 | 332 |
| other | 0 | 5 |
| adder cells (fa/ha/maj) | 2552 | 2552 |
-- per-layer routing --
layer	GRT usage, %	vias to the layer above
li1	-	23963
met3	12.11	189
met1	43.02	26456
met4	5.911	0
met2	45.57	1565
met5	0	-
-- timing repair --
action	4_1_cts	5_1_grt
hold buffers	0	0
resized	0	6
endpoints found under the setup margin	0	13
-- final cells by class --
cell class,instances,area [um^2]
Fill cell,12586,61880
Multi-Input combinational cell,5393,61570
Timing Repair Buffer,871,8981
Inverter,2034,7640
Sequential cell,134,3358
Tap cell,1917,2399
Clock buffer,19,452.9
Clock inverter,13,146.4
Antenna cell,5,12.51
